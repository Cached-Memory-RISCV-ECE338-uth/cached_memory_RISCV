File: flow/design.v
`timescale 1ns/10ps
module hash_param #(
    parameter OUTPUT_BITS = 2
)(
    input [31:0] seed,
    output [(OUTPUT_BITS-1):0] hash_out
);
    wire [31:0] folded;
    integer i;
    assign folded = seed[31:16] ^ seed[15:0];
    reg [(OUTPUT_BITS-1):0] hash_reg;
    always @(*) begin
        hash_reg = folded[(OUTPUT_BITS-1):0];  
        for (i = OUTPUT_BITS; i < 32; i = i + OUTPUT_BITS) begin
            hash_reg = hash_reg ^ folded[i +: OUTPUT_BITS];
        end
    end
    assign hash_out = hash_reg;
endmodule
File: flow/run.sh
#!/bin/bash
# OpenROAD 26Q1-2900-gdf79404cd8, Yosys 0.63+post, stock flow scripts
make -C /OpenROAD-flow-scripts/flow DESIGN_CONFIG=/design/flow/config.mk WORK_HOME=/design/flow/orfs finish
File: flow/config.mk
export PLATFORM = sky130hd
export DESIGN_NAME = hash_param
export DESIGN_NICKNAME = hash_param
export VERILOG_FILES = /design/flow/design.v
export SDC_FILE = /design/flow/constraint.sdc
export NUM_CORES = 4
export LEC_CHECK = 1
export CORE_AREA = 10 10 70 70
export DIE_AREA = 0 0 80 80
File: flow/constraint.sdc
current_design hash_param

set clk_period 2.0
set clk_io_pct 0.2

create_clock -name clk0 -period $clk_period

set non_clock_inputs [all_inputs -no_clocks]
set_input_delay [expr $clk_period * $clk_io_pct] -clock clk0 $non_clock_inputs
set_output_delay [expr $clk_period * $clk_io_pct] -clock clk0 [all_outputs]
==> impl_metrics.toml <==
# physical design summary
[worst_setup_path]
crit_path_start_kind = "primary input"
path_cells = "dlygate4sd2_1 -> xor2_1 -> xnor2_1 -> xnor2_1 -> xnor2_1 -> buf_2"
worst_setup_path_end_kind = "output pin"
cp.buffers_inverters = 2
worst-path-max-fanout = 1
critical-path-max-stage-delay_ns = 0.24
crit_required_ns = 1.60
cp_top_family = "XOR/XNOR gates"
critical-path-slowest-cell = "sky130_fd_sc_hd__dlygate4sd2_1"
start_point_of_the_critical_path = "seed[24]"
setup.worst_path.class = "primary input to output pin"
timing.critical_path.mode_cell = "sky130_fd_sc_hd__xnor2_1"
critical_path_arrival_ns = 1.40

[final_timing]
fin_ws_ns = 0.202
crit_share_post_route = 0.899
slew-limit-headroom = 0.869
holdWs_ns = 1.44
setup_repair_after_global_routing_missed_its_margin = "no"
final-max-slew-violation-count = 0
post_layout_minimum_cycle_time_ns = 1.80
timing_worst_slew_pin_value_ns = 0.195
timing.fmax_ghz = 0.556
final_setup_violation_count = 0
timing_hold_violations_final = 0
finalSetupTns_ns = 0

[pwr]
total_leakage_power_nw = 0.459
p_per_area_nw_per_um2 = 299
worst_case_vdd_ir_drop_v = 0.0000934
post-layout-total-power_uw = 226

[die]
die_height_um = 80
boundaryPins = 34
die_width_um = 80
core_area_um2 = 3420
die_area_um2 = 6400
placementRows = 21
fp_util = 0.0769

[grt]
track_usage = 0.0289
grt_pass1_vias = 351
initial_antenna_violation_count = 0
maximum_number_of_pins_on_one_net_before_global_route_repair = 2
grt_pass1_wl_um = 1550
gr-usage-met3 = 0.0136
met2_global_route_usage = 0.0610
gr-usage-met1 = 0.0244
grt-busiest-layer = "met2"
gr-total-overflow = 0

[detailed_routing]
drtPass1Iterations = 1
antenna_violating_nets_post_route = 0
post-route-drc-count = 0
drt_wl_total_um = 996
viasPerCell = 2.72
post_drt_wl_per_cell_um = 9.05
drt_iter0_drc = 0
antennaDiodeCount = 0
total_via_count_after_detailed_routing = 299

[synth]
ys_cells = 30
postSynthCellCount = 30
synth-warning-count = 1
mean_syn_cell_area_um2 = 8.76
synth_largest_type_area_fraction = 0.933
ys_chip_area_um2 = 263
top_cells_by_count = "28 x sky130_fd_sc_hd__xnor2_1, 2 x sky130_fd_sc_hd__xor2_1"
top_area_cell = "sky130_fd_sc_hd__xnor2_1"
synth.top_cells.by_area = "sky130_fd_sc_hd__xnor2_1 93%, sky130_fd_sc_hd__xor2_1 6.7%"
synth.distinct_cells = 2
ys_seq_share = 0
most_used_standard_cell_by_instance_count_after_synthesis = "sky130_fd_sc_hd__xnor2_1"
synth.cell_area_um2 = 263

[layout]
finish.utilization = 0.221
synthToLayoutAreaGrowth_pct = 187
drive_above_1_share = 0.156
finalInstanceArea_um2 = 753
seq_cell_count = 0
fin_cells = 110
layout.clock_buffers = 0
sequential_cell_area_um2 = 0

[place]
gp_routability_congestion = 0.680
number_of_buffer_cells_added_on_primary_ports = 34
placed_cells = 110
pre_cts_slack_ns = -0.403
detailed_place.area_um2 = 661

[cts]
cts_hold_repair.buffers = 0
postCtsSetupBuffers = 0

[min_path]
hp-class = "primary input to output pin"
worstHoldStart = "seed[6]"
hold_path_depth = 6
timing.hold.worst_endpoint = "hash_out[0]"

[run]
warning_count = 32
drv_cap = 0

[status]
outcome = "complete, no violations"
-- layout make-up --
type / instances / area [um2]
Fill cell: 386 / 2660
Timing Repair Buffer: 34 / 373
Tap cell: 46 / 57.6
Multi-Input combinational cell: 30 / 323
-- cells by family (layout without fill, tap and decap cells) --
| group | Yosys count | count (layout) | synth area share |
|---|---|---|---|
| xor+xnor | 30 | 30 | 1.00 |
| buf+inv | 0 | 34 | 0 |
-- placed cells by master, fill, tap and decap left out --
cell,Yosys,routed
sky130_fd_sc_hd__buf_2,0,2
sky130_fd_sc_hd__dlygate4sd2_1,0,10
sky130_fd_sc_hd__dlymetal6s2s_1,0,22
sky130_fd_sc_hd__xnor2_1,28,20
sky130_fd_sc_hd__xnor2_2,0,8
sky130_fd_sc_hd__xor2_1,2,2
-- worst min-delay path, delay by kind of cell --
kind	cells	cell delay [ns]
xor+xnor	4	0.44
buf+inv	2	0.20
-- worst max-delay path by stage --
stage	slack, ns	cells past startpoint	end
after CTS	0.003	6	hash_out[1]
after global routing	0.05	6	hash_out[1]
final	0.20	6	hash_out[0]
-- metal layers --
metal | part of all wire | vias to the layer above | wire, um
met5 | 0 | - | 0
met4 | 0 | 0 | 0
met3 | 0.13 | 0 | 126
met2 | 0.54 | 17 | 533
met1 | 0.34 | 124 | 336
li1 | - | 158 | -
-- timing repair --
action | in CTS | in global routing
pin swaps | 14 | 19
endpoints found under the setup margin | 2 | 2
resized | 16 | 30
-- report_power, final --
group	internal, mW	total (mW)	switching [mW]	leakage, nW
registers	0	0	0	0
clock network	0	0	0	0
logic	0.151	0.226	0.0740	0.459
Power and IR drop assume default switching activity.
