### ./design.v
module convert_vector_to_offset
#(
    parameter OFFSET_SIZE = 2,
    parameter VECTOR_SIZE = 4
)
(
    input [VECTOR_SIZE-1:0]     vector,
    output [OFFSET_SIZE-1:0]    begin_offset,
    output [OFFSET_SIZE-1:0]    end_offset
);
    assign {begin_offset, end_offset} =
                vector == 4'b0001   ?       {2'b00, 2'b00}      :
                vector == 4'b0011   ?       {2'b00, 2'b01}      :
                vector == 4'b0111   ?       {2'b00, 2'b10}      :
                vector == 4'b1111   ?       {2'b00, 2'b11}      :
                vector == 4'b1000   ?       {2'b11, 2'b11}      :
                vector == 4'b1100   ?       {2'b10, 2'b11}      :
                vector == 4'b1110   ?       {2'b01, 2'b11}      :
                vector == 4'b0110   ?       {2'b01, 2'b10}      :
                vector == 4'b0100   ?       {2'b10, 2'b10}      :
                vector == 4'b0010   ?       {2'b01, 2'b01}      :
                {2'b00, 2'b00};
endmodule
### ./run.sh
#!/bin/bash
# OpenROAD 26Q1-2900-gdf79404cd8, Yosys 0.63+post, stock flow scripts
make -C /OpenROAD-flow-scripts/flow DESIGN_CONFIG=/design/flow/config.mk WORK_HOME=/design/flow/orfs finish
### ./config.mk
export PLATFORM = sky130hd
export DESIGN_NAME = convert_vector_to_offset
export DESIGN_NICKNAME = convert_vector_to_offset
export VERILOG_FILES = /design/flow/design.v
export SDC_FILE = /design/flow/constraint.sdc
export NUM_CORES = 4
export LEC_CHECK = 1
export CORE_AREA = 10 10 70 70
export DIE_AREA = 0 0 80 80
### ./constraint.sdc
current_design convert_vector_to_offset

set clk_period 1.0
set clk_io_pct 0.2

create_clock -name clk0 -period $clk_period

set non_clock_inputs [all_inputs -no_clocks]
set_input_delay [expr $clk_period * $clk_io_pct] -clock clk0 $non_clock_inputs
set_output_delay [expr $clk_period * $clk_io_pct] -clock clk0 [all_outputs]
==> CHANGELOG.md <==
### Physical design

* Initial antenna violation count at 0
* Share of cells above drive strength 1 at roughly 65%
* Area Growth Syn to Fin at 221%
* Hold Crit Class: in -> out
* GRT Total Usage at less than 1%
* Number of I/O pins at 8
* Final worst-path cycle share at ~95%
* Post-Route M1 WL at approximately 130 µm
* Synth area leaders: nor2b_4, a21oi_1, a22o_1
* Mapped cell area at between 60 and 70 µm²
* Distinct lib cells at 9
* Post-route design area at 213 µm²
* Number of flip-flops and latches at 0
* Util after Layout at under 10%
* Number of max-cap violations at 0
* Post-route ant nets at 0
* Vias/cell at between 1.5 and 2
* RSZ-0062 raised after global routing: false
* Largest net degree at the start of global routing at 7
* Post-synthesis cell count at 11
* Met3 wire len at around 63 µm
* Routed len/inst at 4.14 µm
* # Cells Yosys at 11
* CP endpoint kind: output pin
* Placeable Area at approximately 0.0034 mm²
* Final setup vio count at 0
* Cell accounting for the most synthesized area: nor2b_4
* Setup TNS at 0 ns
* First DRT Iteration DRCs at 2
* Top cell area share at approximately a fifth
* Max-slew violation count at 0
* Critical path class: in -> out
* Synth warn at 0
* Non-filler cells, final at approximately 66
* First-pass GRT wire length at 427 µm
* Via Count at 112
* YS chip area at between 60 and 70 µm²
* P per Cell Area at 310 mW/mm²
* Worst Path Required at ~0.80 ns
* Leakage at 0.0783 nW
* Met2 routed WL at about 75 µm
* Syn Area/Cell at approximately 6 µm²
* CLK BUF at 0
* Setup crit start kind: primary input
* Final GP Congestion at 0.773
* Top Layer Used: met3
* Cts hold-fix bufs at 0
* Flop area at 0 µm²
* Area after DPL at approximately 210 µm²
* CP startpoint: vector[0]
* Post-route minimum period at 0.952 ns
* Status: completed
* DIE WIDTH at ~80 µm
* Top cells by count: a21oi_1, nor2_1
* F_max at about 1.1 GHz
* Vias in the first global route at 100
* Full die area at ~0.0064 mm²
* Actual slew at the worst max-slew pin at 0.141 ns
* Iteration tally of the first detailed-router pass at 2
* Worst-case vdd ir drop at 29.5 µV
* Critical Path Fanout Max at 3
* Final Hold Vio Count at 0
* Antenna fix cells at 0
* Placed cells at between 60 and 70
* Total grt overflow at 0
* Fill cell count at 412
* Starting Density at roughly 1.9%
* Slew headroom at a little over 90%
* Post-Route WL at between 200 and 300 µm
* Launch point of the worst hold path: vector[3]
* Row Count at 21
* Post-synthesis sequential area ratio at 0%
* # port buffers at 8
* Crit path DAT at between 0.7 and 0.8 ns
* Total tool warning count at 32
* DRC Markers at 0
* Die Y at approximately 80 µm
[metrics by stage]
| step | hold WS (ns) | setup slack (ns) | power [W] |
|---|---|---|---|
| floorplan | 0.413 | 0.300 | 0.0000180 |
| global placement | 1.37 | -0.720 | 0.0000679 |
| detailed placement | 1.37 | -0.731 | 0.0000685 |
| CTS | 0.751 | 0.00943 | 0.0000678 |
| global route | 0.737 | 0.0141 | 0.0000735 |
| finish | 0.698 | 0.0477 | 0.0000659 |
[area by class of cell]
cell class,count,area (µm²),share of cell area (%)
multi-input combinational,10,77.6,36.5
timing repair buffer,9,73.8,34.7
tap,46,57.6,27.1
inverter,1,3.75,1.76
[path summary, 6_finish.rpt]
kind | depth (start not counted) | endpoint
setup / recovery | 4 | end_offset[1]
hold / removal | 3 | end_offset[0]
[critical path, cell delays in order]
cell	delay [ns]
buf_2	0.12
buf_4	0.13
a21oi_2	0.09
dlygate4sd2_1	0.21
[placed cells by master (no fill, tap or decap)]
cell type | netlist | routed
a21oi_2 | 0 | 2
a22o_1 | 1 | 1
buf_2 | 0 | 2
buf_4 | 0 | 1
buf_6 | 0 | 3
clkbuf_2 | 0 | 1
dlygate4sd2_1 | 0 | 2
inv_2 | 0 | 1
nand2_1 | 1 | 1
nor2_1 | 2 | 1
nor2_2 | 0 | 1
nor2b_4 | 1 | 1
nor3_2 | 0 | 1
o21ai_1 | 0 | 1
xnor2_1 | 1 | 1
[what timing repair did]
action | CTS | global route
gates resized | 35 | 1
endpoints found under the hold margin | 0 | 0
setup buffers | 0 | 0
gates cloned | 0 | 0
setup endpoints to repair | 4 | 1
pin swaps | 3 | 0
[logic make-up (layout without fill, tap and decap cells)]
logic type	Yosys count	count (layout)	synth area share, %
AND-OR/OR-AND	4	4	35.8
XOR/XNOR	1	1	13.2
buffers and inverters	1	10	5.65
AND/OR/NAND/NOR	5	5	45.3
[where the power goes]
group	leakage, nW	total (W)	switching (W)	internal [W]
Clock	0	0	0	0
Sequential	0	0	0	0
Combinational	0.0783	0.0000659	0.0000255	0.0000404
Total	0.0783	0.0000659	0.0000255	0.0000404
[per-layer routing]
metal  global-route usage (%)  vias to the layer above
met5                        0                        -
li1                         -                       57
met2                     1.12                        8
met4                        0                        0
met1                    0.989                       47
met3                    0.341                        0
Power and IR drop assume default switching activity.
